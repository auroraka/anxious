$ cat ./design.v
module ir_decoder(
					iCLK,          
					iRST_n,        
					iIRDA,         
					oDATA_READY,   
					oDATA          
					);
parameter IDLE               = 2'b00;     
parameter GUIDANCE           = 2'b01;     
parameter DATAREAD           = 2'b10;     
parameter IDLE_HIGH_DUR      =  262143;   
parameter GUIDE_LOW_DUR      =  230000;   
parameter GUIDE_HIGH_DUR     =  210000;   
parameter DATA_HIGH_DUR      =  41500;	  
parameter BIT_AVAILABLE_DUR  =  20000;    
input         iCLK;         
input         iRST_n;       
input         iIRDA;        
output        oDATA_READY;  
output [31:0] oDATA;        
reg    [31:0] oDATA;                  
reg    [17:0] idle_count;             
reg           idle_count_flag;        
reg    [17:0] state_count;            
reg           state_count_flag;       
reg    [17:0] data_count;             
reg           data_count_flag;        
reg     [5:0] bitcount;               
reg     [1:0] state;                  
reg    [31:0] data;                   
reg    [31:0] data_buf;               
reg           data_ready;             
assign oDATA_READY = data_ready;
always @(posedge iCLK or negedge iRST_n)
	  if (!iRST_n)
		   idle_count <= 0;
	  else if (idle_count_flag)     
			 idle_count <= idle_count + 1'b1;
		else
			 idle_count <= 0;	          
always @(posedge iCLK or negedge iRST_n)
	  if (!iRST_n)
		   idle_count_flag <= 1'b0;
	  else if ((state == IDLE) && !iIRDA)
			 idle_count_flag <= 1'b1;
		else
			 idle_count_flag <= 1'b0;
always @(posedge iCLK or negedge iRST_n)
	  if (!iRST_n)
		   state_count <= 0;
	  else if (state_count_flag)     
			 state_count <= state_count + 1'b1;
		else
			 state_count <= 0;	         
always @(posedge iCLK or negedge iRST_n)
	  if (!iRST_n)
		   state_count_flag <= 1'b0;
	  else if ((state == GUIDANCE) && iIRDA)
			 state_count_flag <= 1'b1;
		else
			 state_count_flag <= 1'b0;
always @(posedge iCLK or negedge iRST_n)
	  if (!iRST_n)
		   data_count <= 1'b0;
	  else if(data_count_flag)       
			 data_count <= data_count + 1'b1;
		else
			 data_count <= 1'b0;         
always @(posedge iCLK or negedge iRST_n)
	  if (!iRST_n)
		   data_count_flag <= 0;
	  else if ((state == DATAREAD) && iIRDA)
			 data_count_flag <= 1'b1;
		else
			 data_count_flag <= 1'b0;
always @(posedge iCLK or negedge iRST_n)
    if (!iRST_n)
       bitcount <= 6'b0;
	  else if (state == DATAREAD)
		begin
			if (data_count == 20000)
					bitcount <= bitcount + 1'b1;  
		end
	  else
	     bitcount <= 6'b0;
always @(posedge iCLK or negedge iRST_n)
	  if (!iRST_n)
	     state <= IDLE;
	  else
			 case (state)
 			    IDLE     : if (idle_count > GUIDE_LOW_DUR)   
			  	              state <= GUIDANCE;
			    GUIDANCE : if (state_count > GUIDE_HIGH_DUR) 
			  	              state <= DATAREAD;
			    DATAREAD : if ((data_count >= IDLE_HIGH_DUR) || (bitcount >= 33))
			  					      state <= IDLE;
	        default  : state <= IDLE;  
			 endcase
always @(posedge iCLK or negedge iRST_n)
	  if (!iRST_n)
	     data <= 0;
		else if (state == DATAREAD)
		begin
			 if (data_count >= DATA_HIGH_DUR)  
			    data[bitcount-1'b1] <= 1'b1;   
		end
		else
			 data <= 0;
always @(posedge iCLK or negedge iRST_n)
	  if (!iRST_n)
	     data_ready <= 1'b0;
    else if (bitcount == 32)
		begin
			 if (data[31:24] == ~data[23:16])
			 begin
					data_buf <= data;      
				  data_ready <= 1'b1;    
			 end
			 else
				  data_ready <= 1'b0 ;   
		end
		else
		   data_ready <= 1'b0 ;
always @(posedge iCLK or negedge iRST_n)
	  if (!iRST_n)
		   oDATA <= 32'b0000;
	  else if (data_ready)
	     oDATA <= data_buf;   
endmodule
$ cat ./run.sh
#!/bin/bash
# OpenROAD 26Q1-2900-gdf79404cd8, Yosys 0.63+post, stock flow scripts
make -C /OpenROAD-flow-scripts/flow DESIGN_CONFIG=/design/flow/config.mk WORK_HOME=/design/flow/orfs finish
$ cat ./config.mk
export PLATFORM = sky130hd
export DESIGN_NAME = ir_decoder
export DESIGN_NICKNAME = ir_decoder
export VERILOG_FILES = /design/flow/design.v
export SDC_FILE = /design/flow/constraint.sdc
export NUM_CORES = 4
export LEC_CHECK = 1
export CORE_UTILIZATION = 50
$ cat ./constraint.sdc
current_design ir_decoder

set clk_period 4.6
set clk_io_pct 0.2

create_clock -name clk0 -period $clk_period [get_ports {iCLK}]

set non_clock_inputs [all_inputs -no_clocks]
set_input_delay [expr $clk_period * $clk_io_pct] -clock clk0 $non_clock_inputs
set_output_delay [expr $clk_period * $clk_io_pct] -clock clk0 [all_outputs]
==> flow_metrics.tcl <==
# yosys + openroad results
set metrics [dict create \
    synthCells 609 \
    antenna_found_initial 0 \
    htreeDepth 4 \
    ys_warn_count 1 \
    die_h_um 124 \
    skew_ps 7.05 \
    tritoncts "built" \
    dieArea_sq_um 15300 \
    p_total_mw 2.90 \
    fp-row-count 44 \
    die_x_um 124 \
    pwr-share-comb_pct 0.9 \
    hpwl_um 7900 \
    critPathCaptureType "flip-flop" \
    grt_pass1_vias 4338 \
    drtPass1Iterations 4 \
    tightestPinTransition_ps 739 \
    worst_slack_ps 1660 \
    netlist_area_sq_um 7410 \
    pre_cts_slack_ps 1730 \
    internal-power_mw 2.32 \
    numCtsBuffers 17 \
    powerDensity_nw_per_um2 343 \
    rsz0062_at_grt "false" \
    fin_crit_sh_pct 63.8 \
    period_needed_ps 2940 \
    ios 36 \
    clk_latency_ps 420 \
    drc 0 \
    yosys_area_sq_um 7410 \
    grt_max_degree 132 \
    cts_buffer_depth 2 \
    vdd_drop_max_mv 0.211 \
    route.detailed.vias_per_inst 5.44 \
    ff_type "dfrtp_1" \
    warnings 35 \
    finalSetupViolCount 0 \
    gr-total-overflow 0 \
    start_kind "flip-flop" \
    grt_pass1_wl_um 21100 \
    drv_slew 0 \
    core_area_sq_um 14500 \
    p_leak_nw 3.75 \
    cts_setup_buffers 0 \
    crit_fanout 20 \
    cp.arrival_ps 3230 \
    path_clk_slew_ps 60 \
    clock.fmax_ghz 0.341 \
    wl_um 12500 \
    yosysSeqAreaShare_pct 57.2 \
    dp_cells 809 \
    ctsResizeCount 0 \
    worstPathRequired_ps 4900 \
    lay_top_cells "dfrtp_1, nand2_1, and2_1" \
    ys_ff 163 \
    synthArstFlopShare_pct 80.4 \
    track_usage_pct 18.4 \
    gp_congestion 0.833 \
    yosysUniqueCellTypes 67 \
    synth_area_per_cell_sq_um 12.2 \
    maxSlewHeadroom_pct 50.7 \
    edf_count 32 \
    area_delta_synth_final_pct 14.1 \
    final-hold-violation-count 0 \
    hold_class "reg2reg" \
    path_class "reg2reg" \
    p_sw_share_pct 20.1 \
    ctsHoldBuffers 0 \
    drt_iter0_markers 206 \
    seqPwrFrac_pct 50.7 \
    cts_sinks 163 \
    wire_per_inst_um 14.9 \
    vias 4574 \
    final_cells 841 \
    clock-root-buffer "clkbuf_16" \
    drive_above_1_share_pct 13.5 \
    core_util_floorplan_pct 51.2 \
    status "completed" \
    ys_cells 609 \
    clockPowerShare_pct 48.5 \
    final_common_cell "dfrtp_1" \
    final_util_pct 58.4 \
    p_sw_mw 0.582 \
    num_antenna_cells 0 \
    maxCapViolCount 0 \
    tns_ps 0 \
    port_buffers 35 \
    drtAntennaViolNets 0 \
    nFillCells 1142 \
]
[final timing paths]
path | cells past startpoint | startpoint | slack (ps) | to
min in group asynchronous | 2 | iRST_n | 610 | oDATA[8]
worst min register to register | 0 | data[12] | 440 | data_buf[12]
worst max register to register | 7 | bitcount[0] | 1660 | data[19]
max in group asynchronous | 2 | iRST_n | 3400 | data_count[15]
worst max-delay path | 7 | bitcount[0] | 1660 | data[19]
worst min-delay path | 0 | data[12] | 440 | data_buf[12]
[power by group through the flow]
| stage | Sequential (mW) | Clock [mW] | Combinational, mW |
|---|---|---|---|
| CTS | 1.47 | 1.44 | 0.0278 |
| finish | 1.47 | 1.40 | 0.0256 |
| global route | 1.47 | 1.50 | 0.0309 |
[cell usage after synthesis (all sizes together) (2+ instances only)]
cell / instances / area, sq um
nand3: 32 / 160
o21ai: 8 / 47.6
and4b: 2 / 20.0
a21oi: 4 / 20.0
nand4: 16 / 113
xnor2: 29 / 273
nor4: 8 / 50.1
and2: 49 / 307
nor2: 17 / 63.8
nor3: 16 / 91.3
inv: 21 / 78.8
nor2b: 7 / 43.8
and4: 2 / 17.5
nand3b: 2 / 15.0
nand2: 53 / 206
clkbuf: 7 / 36.3
xor2: 34 / 305
ha: 12 / 150
or2: 2 / 12.5
or3: 5 / 31.3
and3: 7 / 45.1
edfxtp: 32 / 961
a21boi: 4 / 30.0
mux2: 32 / 360
buf: 15 / 121
nor4b: 2 / 23.8
o41ai: 32 / 280
a22oi: 2 / 20.0
dfrtp: 130 / 3250
o21a: 2 / 15.0
nor4bb: 2 / 20.0
[layer usage]
layer  vias to the layer above  track usage [%]  part of all wire [%]
li1                       2243                -                     -
met1                      2247             29.8                    48
met2                        70             28.5                    47
met3                        14             3.46                   3.0
met4                         0             2.26                   1.5
met5                         -                0                     0
[flip-flops by register name (all words and copies together) (netlist names)]
signal / cells
data: 32
data_buf: 32
oDATA: 32
data_count: 18
idle_count: 18
state_count: 18
bitcount: 6
state: 3
data_count_flag: 1
data_ready: 1
idle_count_flag: 1
state_count_flag: 1
[critical path: stages (launching register included)]
cell and delay (ps):
dfrtp_1 610, inv_1 180, ha_1 420, nor4bb_1 280
a22oi_2 100, xor2_1 230, nand2_1 480, o41ai_1 530
[cell type report]
cell class,count,area (sq um),area share (%)
Clock inverter,11,126,1.50
Timing Repair Buffer,41,405,4.80
Clock buffer,21,470,5.57
Multi-Input combinational cell,400,2900,34.3
Inverter,21,78.8,0.933
Sequential cell,163,4240,50.2
Tap cell,184,230,2.72
[cells by family after synthesis]
kind of cell | after synthesis | synth area share [%]
xor gates and xnor gates | 63 | 7.80
muxes | 32 | 4.86
buffers and inverters | 46 | 3.63
adders and majority gates | 12 | 2.03
DFF | 163 | 57.2
and+or+nand+nor | 227 | 17.1
AOI/OAI and AO/OA | 66 | 7.36
[metrics by stage]
step / instance area [sq um] / hold slack [ps]
2_1_floorplan: 7410 / 425
3_3_place_gp: 7860 / 438
3_5_place_dp: 7860 / 430
4_1_cts: 8450 / 443
5_1_grt: 8450 / 459
6_report: 8450 / 443
Power figures rest on the tool's default switching activity, not on a simulated workload.
